===== run.sh =====
#!/bin/bash
# OpenROAD 26Q1-2900-gdf79404cd8, Yosys 0.63+post, stock flow scripts
make -C /OpenROAD-flow-scripts/flow DESIGN_CONFIG=/design/flow/config.mk WORK_HOME=/design/flow/orfs finish

===== config.mk =====
export PLATFORM = sky130hd
export DESIGN_NAME = vgadecoder
export DESIGN_NICKNAME = vgadecoder
export VERILOG_FILES = /design/flow/design.v
export SDC_FILE = /design/flow/constraint.sdc
export NUM_CORES = 4
export LEC_CHECK = 1
export CORE_UTILIZATION = 50

===== constraint.sdc =====
current_design vgadecoder

set clk_period 1.3
set clk_io_pct 0.2

create_clock -name clk0 -period $clk_period [get_ports {clk}]

set non_clock_inputs [all_inputs -no_clocks]
set_input_delay [expr $clk_period * $clk_io_pct] -clock clk0 $non_clock_inputs
set_output_delay [expr $clk_period * $clk_io_pct] -clock clk0 [all_outputs]

===== design.v =====
module counter #(parameter N = 25)(input  logic clk, reset,
                                   output logic [N-1:0] q); 
    always_ff @(posedge clk, posedge reset) 
    if (reset) q <= 0; 
    else       q <= q + 1; 
endmodule
module clkdivider #(parameter N = 4)
                 (input logic initialclk,
                  input logic reset,
                  output logic [N-1:0] newclock);
    always @(posedge initialclk, posedge reset)
        if(reset) newclock <= 0;
        else      newclock <= newclock +1;
endmodule
module comparator #(parameter N = 8, M = 60)
						 (input  logic [N-1:0] a,
						  output logic alessthanm);
	assign alessthanm = a < M;
endmodule
module addresscounter #(parameter N = 10)
	(clk, enable, reset, count);
	input logic clk;
	input logic enable;
	input logic reset;
	output logic [N-1:0]count;
	always_ff @ (posedge clk, posedge reset)
		if(reset) count <= 0;
		else if(enable) count <= count + 1;
		else count <= 0;
	endmodule
module hsyncmodule(inputclk,reset_b,cycleoutput,linetic,Hdisplay);
	input logic inputclk;
	input logic reset_b;
	output logic cycleoutput;
	output logic linetic;
	output logic Hdisplay;
	logic counterreset;
	logic [9:0] counterval;
	logic resetor;
	logic hsyncnot;
	logic resetnot;
	logic front;
	logic back;
	comparator #(.M(96), .N(10)) 
	synccontrol( 
		.a(counterval),
		.alessthanm(hsyncnot));
	comparator #(.M(144), .N(10))
	frontporch(
		.a(counterval),
		.alessthanm(front));
	comparator #(.M(784), .N(10))
	backporch(
		.a(counterval),
		.alessthanm(back));
	comparator #(.M(800), .N(10))
	resetcontrol(
		.a(counterval),
		.alessthanm(resetnot));
	assign Hdisplay = ((~front)&(back));
	assign counterreset = ~resetnot;
	assign resetor = counterreset | reset_b;
	counter #(.N(10))
	linesync(
		.clk(inputclk),
		.reset(resetor),
		.q(counterval));
	assign cycleoutput = ~hsyncnot;
	assign linetic = counterreset;
endmodule
module multibitmux #(parameter N = 4)
	(color, pick, background, colorout);
	input logic [N-1:0] color;
	input logic [N-1:0] background;
	input logic pick;
	output logic [N-1:0] colorout;
	assign colorout = pick ? (color) : (background);
endmodule
module synccount(inputclk, reset_b, hsync, vsync, Hdisplay, Vdisplay, hrow , vcolumn);
	input logic inputclk;
	input logic reset_b;
	output logic hsync;
	output logic vsync;
	output logic Hdisplay;
	output logic Vdisplay;
	output logic [9:0] hrow;
	output logic [9:0] vcolumn;
	logic [9:0] counterval;
	logic front;
	logic back;
	logic resetor;
	logic resetnot;
	logic vsyncnot;
	logic counterreset;
	logic linetic;
	hsyncmodule
	horizontal(
		.inputclk(inputclk),
		.reset_b(reset_b),
		.cycleoutput(hsync),
		.linetic(linetic),
		.Hdisplay(Hdisplay));
	counter #(.N(10))
	verticalsync(
		.clk(linetic),
		.reset(resetor),
		.q(counterval));
	comparator #(.M(2), .N(10)) 
	synccontrol( 
		.a(counterval),
		.alessthanm(vsyncnot));
	comparator #(.M(35), .N(10))
	frontporch(
		.a(counterval),
		.alessthanm(front));
	comparator #(.M(515), .N(10))
	backporch(
		.a(counterval),
		.alessthanm(back));
	comparator #(.M(525), .N(10))
	resetcontrol(
		.a(counterval),
		.alessthanm(resetnot));
	addresscounter
	haddresses(
		.clk(inputclk),
		.enable(Hdisplay & Vdisplay),
		.reset(reset_b),
		.count(hrow));
	addresscounter
	vaddresses(
		.clk(linetic),
		.enable(Vdisplay),
		.reset(reset_b),
		.count(vcolumn));
		assign counterreset = ~resetnot;
		assign Vdisplay = ((~front)&(back));
		assign resetor = counterreset | reset_b;
		assign vsync = ~vsyncnot;
	endmodule
module vgadecoder
(clk, reset_n, red, green, blue, h_sync, v_sync, Rout, Gout, Bout, outdisplay, hrow, vcolumn, clkvga);
	input logic clk;
	input logic [3:0] red;
	input logic [3:0] green;
	input logic [3:0] blue;
	input logic reset_n;
	output logic h_sync;
	output logic v_sync;
	output logic [3:0] Rout;
	output logic [3:0] Gout;
	output logic [3:0] Bout;
	output logic outdisplay;
	output logic [9:0] hrow;
	output logic [9:0] vcolumn;
	output logic clkvga;
	logic display;
	logic hdisplay;
	logic vdisplay;
	logic clk25MHz;
	logic [3:0] outputclk;
	clkdivider
	halfclk(
		.initialclk(clk),
		.reset(reset_n),
		.newclock(outputclk));
	assign clk25MHz = outputclk[1];
	synccount
	vgasync(
		.inputclk(clk25MHz),
		.reset_b(reset_n),
		.hsync(h_sync),
		.vsync(v_sync),
		.hrow(hrow),
		.vcolumn(vcolumn),
		.Hdisplay(hdisplay),
		.Vdisplay(vdisplay));
	assign display = hdisplay & vdisplay;
	multibitmux
	redmux(
		.color(red),
		.background(4'b0000),
		.pick(display),
		.colorout(Rout));
	multibitmux
	greenmux(
		.color(green),
		.background(4'b0000),
		.pick(display),
		.colorout(Gout));
	multibitmux
	bluemux(
		.color(blue),
		.background(4'b0000),
		.pick(display),
		.colorout(Bout));
	assign clkvga = clk25MHz;
	assign outdisplay = display;
endmodule

==> insert_results.sql <==
-- metrics for the results database
INSERT INTO impl_metrics (metric_group, metric, value, unit) VALUES
('status', 'status', 'finished, final reports clean', ''),
('route', 'vias_per_cell', '5.40', ''),
('synthesis', 'synth.cellmix.xorXnorShare', '0.0890', ''),
('die', 'die_height', '69.3', 'µm'),
('clock_tree', 'clk-insertion-delay-late', '0.21', 'ns'),
('route', 'firstDrtPassIters', '4', ''),
('clock_tree', 'post_cts_hold_buffer_count', '0', ''),
('clock_tree', 'clk_path_buf_depth', '2', ''),
('timing', 'report.final.setup_viol', '0', ''),
('power_and_ir_drop', 'irDropWorstVdd', '407', 'µV'),
('place', 'place_ws', '-0.397', 'ns'),
('route', 'wl_per_cell', '13.2', 'µm'),
('power_and_ir_drop', 'netSwitchingFraction', '0.227', ''),
('setup_path', 'critical_path_peak_fanout', '1', ''),
('die', 'die_w', '69.3', 'µm'),
('die', 'design.portCount', '50', ''),
('timing', 'timing.final.max_slew_violations', '0', ''),
('synthesis', 'dominant_cell_area_share', '0.465', ''),
('power_and_ir_drop', 'internal-power', '0.293', 'mW'),
('die', 'core_area', '4350', 'µm²'),
('place', 'io_buffers', '49', ''),
('clock_tree', 'clock_tree.root_cell', 'clkbuf_8', ''),
('power_and_ir_drop', 'p_sw', '0.0861', 'mW'),
('timing', 'clock_skew', '0.00130', 'ns'),
('route', 'detail_route.iter0.violations', '46', ''),
('synthesis', 'synthDistinctLibCells', '35', ''),
('cells_and_area', 'area.combinational', '1090', 'µm²'),
('synthesis', 'ys_dominant_reg_cell', 'dfrtp_1', ''),
('synthesis', 'yosys.stat.seqShare', '0.465', ''),
('cells_and_area', 'drive_gt1_frac', '0.179', ''),
('route', 'postRouteWirelength', '4.14', 'mm'),
('global_routing', 'grt_antenna_before_repair', '0', ''),
('power_and_ir_drop', 'power_density', '134', 'nW/µm²'),
('job', 'cap_violations', '0', ''),
('setup_path', 'worstPathArrival', '1.01', 'ns'),
('job', 'log.warning_count', '28', ''),
('synthesis', 'synth.mux.area_fraction', '0', ''),
('timing', 'register_pins_left_without_a_clock', '40', ''),
('timing', 'setup_ws', '0.0313', 'ns'),
('power_and_ir_drop', 'share_clk_of_total_power', '0.643', ''),
('place', 'post_detailed_placement_half_perimeter_wirelength', '2.98', 'mm'),
('cells_and_area', 'synthToLayoutAreaGrowth', '24.8', '%'),
('timing', 'endpoints_left_unconstrained', '63', ''),
('global_routing', 'first_global_vias', '1570', ''),
('global_routing', 'grtUsageTotal', '0.182', ''),
('synthesis', 'post_synth_main_area_contributors', 'dfrtp_1 46%, a211oi_2 7.7%, xor2_1 5.4%, inv_1 3.8%, xnor2_1 3.5%', ''),
('clock_tree', 'cts_tree', 'built', ''),
('cells_and_area', 'fillCellCount', '365', ''),
('power_and_ir_drop', 'comb_power_share', '0.195', ''),
('route', 'drtAntennaViolNets', '0', ''),
('timing', 'final_hold_vio_count', '0', ''),
('synthesis', 'synthTopLogicFamily', 'AND-OR/OR-AND gates', ''),
('setup_path', 'critPathLaunchType', 'input port', ''),
('route', 'num_vias', '1697', ''),
('setup_path', 'worstSetupPathType', 'in2out', ''),
('synthesis', 'ys_chip_area', '2260', 'µm²'),
('global_routing', 'grt_pass1_wl', '7.21', 'mm'),
('die', 'num_rows', '24', ''),
('cells_and_area', 'stdcell_area', '2820', 'µm²'),
('global_routing', 'grt_max_degree', '34', ''),
('die', 'core_util_floorplan', '0.520', ''),
('route', 'remaining_drc_errors', '0', ''),
('route', 'antenna_diode_count', '0', ''),
('synthesis', 'synth.ff_latch_count', '42', ''),
('clock_tree', 'post_cts.repair.setup_buffers', '0', ''),
('clock_tree', 'ctsHtreeMaxLevel', '1', ''),
('synthesis', 'synth_area', '2260', 'µm²'),
('synthesis', 'enable_flop_cells', '0', ''),
('setup_path', 'timing.critical_path.required', '1.04', 'ns'),
('synthesis', 'postSynth.asyncResetShare', '1.00', ''),
('place', 'gp_routability_congestion', '0.825', '');
-- final cells by class --
type | instances | share of cell area
multi-input cells | 140 | 0.385
clock buffers | 3 | 0.0146
well taps | 52 | 0.0230
inverters | 23 | 0.0306
repair buffers | 54 | 0.174
flip-flops and latches | 42 | 0.372
-- layout by cell type (no fill, tap or decap), drive strengths merged, types with 7 or more instances in the layout --
cell,n
dfrtp,42
nand2,12
or3,7
xor2,14
nand3,16
clkdlybuf4s50,26
buf,17
a211oi,17
inv,23
dlymetal6s2s,10
xnor2,9
-- cells by family after synthesis --
group | after synthesis
buf+inv | 31
compound gates | 48
flops | 42
xor+xnor | 23
simple gates | 64
fa+ha+maj | 5
-- state kept, by name, indices dropped and copies added, names as in the netlist --
name                           count
halfclk.newclock                   2
vgasync.haddresses.count          10
vgasync.horizontal.linesync.q     10
vgasync.vaddresses.count          10
vgasync.verticalsync.q            10
-- worst paths after layout --
kind / start / end / slack [ns] / cells past startpoint
min in group clk0: halfclk.newclock[0]$_DFF_PP0_ / halfclk.newclock[0]$_DFF_PP0_ / 0.44 / 1
worst min register to register: halfclk.newclock[0]$_DFF_PP0_ / halfclk.newclock[0]$_DFF_PP0_ / 0.44 / 1
worst max-delay path: blue[3] / Bout[3] / 0.03 / 4
max in group asynchronous: reset_n / halfclk.newclock[1]$_DFF_PP0_ / 0.86 / 2
worst min-delay path: reset_n / halfclk.newclock[0]$_DFF_PP0_ / 0.31 / 2
worst max register to register: halfclk.newclock[1]$_DFF_PP0_ / halfclk.newclock[1]$_DFF_PP0_ / 0.44 / 2
-- metal layers --
layer | global-route usage | part of all wire
met2 | 0.285 | 0.46
met5 | 0 | 0
met4 | 0.00680 | 0
met3 | 0.00737 | 0.016
met1 | 0.311 | 0.53
-- critical path, cell delays in order --
cell             delay [ns]
clkdlybuf4s50_1        0.46
inv_1                  0.04
a211oi_2               0.12
buf_2                  0.13
-- through the flow --
stage / hold WS, ns / power, mW
2_1_floorplan: 0.249 / 0.0917
3_3_place_gp: 0.426 / 0.143
3_5_place_dp: 0.439 / 0.143
4_1_cts: 0.325 / 0.399
5_1_grt: 0.340 / 0.402
6_report: 0.306 / 0.379
-- power by group through the flow --
stage	Clock [mW]	Combinational [mW]	Sequential, mW
after CTS	0.256	0.0822	0.0614
final	0.244	0.0741	0.0615
after global routing	0.256	0.0845	0.0615
-- timing repair --
| item | CTS | global route |
|---|---|---|
| gates cloned | 0 | 0 |
| pin swaps | 0 | 10 |
| setup endpoints to repair | 13 | 11 |
| gates resized | 39 | 11 |
Power figures rest on the tool's default switching activity, not on a simulated workload.
