`/design/flow/design.v`:
```
module AudioDriver(input logic clk, input logic reset, input logic [12:0] freq, output logic signal);
    logic [17:0] count;
    always_ff @(posedge clk, posedge reset)
        if (reset)
            begin
                count <= 0;
                signal <= 0;
            end
        else if(count == 50000000/freq/2 - 1)
            begin
                count <= 0;
                signal <= ~signal;
            end
        else
            count <= count + 1;
endmodule
module NoteEncoder(input logic [3:0] note, output logic [12:0] freq);
    always_comb
        case(note)
            0:       freq = 262;  
            1:       freq = 294;  
            2:       freq = 330;  
            3:       freq = 349;  
            4:       freq = 392;  
            5:       freq = 440;  
            6:       freq = 494;  
            7:       freq = 523;  
            8:       freq = 587;  
            9:       freq = 659;  
            default: freq = 0;
        endcase
endmodule
module ClockDivider #(parameter divide_by = 2, N = 2) (input logic clk, reset, output logic clk_div);
    logic [N-1:0] count;
    logic tff1;  
    logic tff2;  
    always_ff @(posedge clk, posedge reset)
        if (reset)
        begin
            count <= 0;
        end
        else
        begin
            if (count == divide_by - 1)
                count <= 0;
            else
                count <= count + 1;
        end
    always_ff @(posedge clk, posedge reset)
        if (reset)
            tff1 <= 0;
        else if (count == 0)  
            tff1 <= ~tff1;
    always_ff @(negedge clk, posedge reset)  
        if (reset)
            tff2 <= 0;
        else if (count == (divide_by/2)+1)  
            tff2 <= ~tff2;
    assign clk_div = tff1 ^ tff2;  
endmodule
module IRDecoder(input logic [7:0] value, output logic [3:0] result);
    always_comb
        case(value)
            8'b01101101: result = 0;
            8'b11111101: result = 1;
            8'b01111101: result = 2;
            8'b10111101: result = 3;
            8'b00111101: result = 4;
            8'b11011101: result = 5;
            8'b01011101: result = 6;
            8'b10011101: result = 7;
            8'b00011101: result = 8;
            8'b11101101: result = 9;
            default:     result = 0;
        endcase
endmodule
module IRDriver(input logic clk, reset, input logic signal, output logic [7:0] value);
    logic [7:0] count;
    logic [15:0] saved_values;
    logic [1:0] prev;
    always_ff @(posedge clk, posedge reset)
        if (reset)
        begin
            count <= 0;
            saved_values <= 0;
            prev <= 0;
            value <= 0;
        end
        else
        begin
            if (count < 16)
                count <= signal ? 0 : (count + 1);
            else if (count < 24)
                count <= signal ? (count + 1) : 0;
            else  
            begin
                if(~signal && prev >= 1)
                begin
                    if (prev == 1)
                    begin
                        saved_values <= saved_values << 1;
                        prev <= 0;
                        count <= count + 1;
                    end
                    else
                    begin
                        saved_values <= (saved_values << 1) + 1;
                        prev <= 0;
                        count <= count + 1;
                    end
                end
                else
                    prev <= prev + signal;
                if (count == 40 && saved_values[15:8] != ~saved_values[7:0])
                begin
                    count <= 0;
                    prev <= 0;
                end
                else if (count == 56)
                begin
                    if (saved_values[15:8] == ~saved_values[7:0])
                        value <= saved_values;
                    count <= 0;
                    prev <= 0;
                end
            end
        end
endmodule
module IRtoAudio(input logic ir_signal, clk_50MHz, reset, output logic audio_out);
logic clk_div;
logic [7:0] scancode;
logic [3:0] btn_pressed;
logic [12:0] frequency;
IRDriver ir_driver(
	.clk(SYNTHESIZED_WIRE_0),
	.reset(reset),
	.signal(ir_signal),
	.value(scancode));
IRDecoder ir_decoder(
	.value(scancode),
	.result(btn_pressed));
NoteEncoder note_encoder(
	.note(btn_pressed),
	.freq(frequency));
AudioDriver audio_driver(
	.clk(clk_50MHz),
	.reset(reset),
	.freq(frequency),
	.signal(audio_out));
ClockDivider clock_divider(
	.clk(clk_50MHz),
	.reset(reset),
	.clk_div(clk_div));
	defparam clock_divider.divide_by = 28125;
	defparam clock_divider.N = 15;
endmodule
```
`/design/flow/run.sh`:
```
#!/bin/bash
# OpenROAD 26Q1-2900-gdf79404cd8, Yosys 0.63+post, stock flow scripts
make -C /OpenROAD-flow-scripts/flow DESIGN_CONFIG=/design/flow/config.mk WORK_HOME=/design/flow/orfs finish
```
`/design/flow/config.mk`:
```
export PLATFORM = sky130hd
export DESIGN_NAME = IRtoAudio
export DESIGN_NICKNAME = IRtoAudio
export VERILOG_FILES = /design/flow/design.v
export SDC_FILE = /design/flow/constraint.sdc
export NUM_CORES = 4
export LEC_CHECK = 1
export CORE_AREA = 10 10 103 103
export DIE_AREA = 0 0 113 113
```
`/design/flow/constraint.sdc`:
```
current_design IRtoAudio

set clk_period 3.7
set clk_io_pct 0.2

create_clock -name clk0 -period $clk_period [get_ports {clk_50MHz}]

set non_clock_inputs [all_inputs -no_clocks]
set_input_delay [expr $clk_period * $clk_io_pct] -clock clk0 $non_clock_inputs
set_output_delay [expr $clk_period * $clk_io_pct] -clock clk0 [all_outputs]
```
==> flow_metrics.env <==
# implementation run metrics
export IMPL_cp_slowest_cell="clkdlybuf4s50_1"
export IMPL_cts_hold_buf=0
export IMPL_first_pass_iters=4
export IMPL_track_usage_pct=2.72
export IMPL_peakVddDrop_mv=0.258
export IMPL_grt_max_degree=20
export IMPL_met2_length_um=651
export IMPL_synth_area_top_cells="dfrtp_1 50%, xnor2_1 7.3%, xor2_1 6.4%"
export IMPL_cts_sinks=19
export IMPL_p_sw_mw=0.0672
export IMPL_clock_skew_ns=0.00231
export IMPL_cts_setup_buffers=0
export IMPL_grt_overflow=0
export IMPL_crit_fanout=2
export IMPL_clkTransAtPathRegs_ns=0.07
export IMPL_synth_cell_type_count=25
export IMPL_rows=33
export IMPL_post_route_period_util_pct=50.3
export IMPL_top_cell_area_share_pct=49.5
export IMPL_cp_cell_sequence="clkdlybuf4s50_1"
export IMPL_met3_length_um=102
export IMPL_dp_hpwl_um=1200
export IMPL_route_top_layer_used="met4"
export IMPL_coreArea_um2=8300
export IMPL_cts_buffers=3
export IMPL_syn_avg_cell_area_um2=10.3
export IMPL_rsz0062_at_grt="no"
export IMPL_grt_first_pass_wirelength_um=3060
export IMPL_leakagePower_nw=0.471
export IMPL_final_cell_mix="19 x dfrtp_1, 12 x nor2_1, 8 x nand2_1, 8 x xnor2_1, 7 x xor2_1"
export IMPL_min_path_type="reg2reg"
export IMPL_drt_iter0_markers=106
export IMPL_wl_met1_um=917
export IMPL_syn_to_final_growth_pct=19.3
export IMPL_critPathMaxStageDelay_ns=0.51
export IMPL_worstMarginPinSlew_ns=0.722
export IMPL_cp_end_kind="primary output"
export IMPL_maxSlewViolCount=0
export IMPL_swShare_pct=19.1
export IMPL_gp_congestion=0.787
export IMPL_cp_start_kind="register"
export IMPL_cts_buffer_depth=2
export IMPL_synthesis_area_um2=960
export IMPL_drive_above_1_share_pct=9.18
export IMPL_final_area_um2=1140
export IMPL_power_density_nw_per_um2=308
export IMPL_final_hold_viol_count=0
export IMPL_relSlewSlack_pct=51.8
export IMPL_vias_per_cell=3.30
export IMPL_largest_area_cell="dfrtp_1"
export IMPL_finalCriticalPeriod_ns=1.86
export IMPL_antenna_cells=0
export IMPL_die_area_um2=12800
export IMPL_cts_resized=0
export IMPL_tns_ns=0
export IMPL_cp_arrival_ns=1.12
export IMPL_finish_utilization_pct=13.8
export IMPL_grt_pass1_vias=637
export IMPL_tritoncts="built"
export IMPL_initCoreUtil_pct=11.6
export IMPL_yosys_area_um2=960
export IMPL_status="completed"
export IMPL_tool_warnings=27
export IMPL_worstPathRequired_ns=2.96
export IMPL_numPortBuffers=2
export IMPL_p_comb_share_pct=1.4
export IMPL_die_h_um=113
export IMPL_grt_antenna_before_repair=0
export IMPL_crit_family="buffers and inverters"
export IMPL_drv_cap=0
export IMPL_ys_warn_count=7
export IMPL_ys_seq_share_pct=49.5
export IMPL_max_freq_mhz=537
export IMPL_ys_cells=93
export IMPL_synth_cells=93
export IMPL_die_x_um=113
export IMPL_vias=670
export IMPL_drc=0
export IMPL_power_frac_clock_pct=39.6
export IMPL_clk_latency_ns=0.25
export IMPL_top_level_ports=4
export IMPL_drtAntennaViolNets=0
export IMPL_num_fill_cells=929
export IMPL_total_power_mw=0.352
export IMPL_setup_viol=0
export IMPL_worstSetupPathType="reg2out"
export IMPL_routedWlPerCell_um=8.30
export IMPL_dpl_cell_area_um2=1100
export IMPL_final_common_cell="dfrtp_1"
export IMPL_sequentialPowerShare_pct=59.0
export IMPL_ys_ff=19
export IMPL_cp_buffers_inverters=1
export IMPL_drt_total_wl_um=1690
export IMPL_h_tree_depth=1
export IMPL_p_int_mw=0.285
export IMPL_cts_root_buffer="clkbuf_8"
state kept, by name, indices dropped and copies added, names as in the netlist:
| register | flops |
|---|---|
| audio_driver.signal | 1 |
| audio_driver.count | 18 |
routing by layer:
layer  global-route usage [%]  vias up
li1                         -      330
met2                     3.84       18
met5                        0        -
met4                    0.169        0
met1                     4.06      320
met3                    0.908        2
power by group through the flow:
stage / sequential (mW) / combinational (mW) / clock, mW
6_report: 0.208 / 0.00496 / 0.140
4_1_cts: 0.208 / 0.00534 / 0.146
5_1_grt: 0.207 / 0.00583 / 0.160
Yosys cell counts:
cell,n
and3_2,1
and3_1,3
a21oi_1,2
xnor2_1,8
and4bb_2,1
and4_1,1
o21ai_0,2
and2_1,1
xor2_1,7
dfrtp_1,19
nor3_1,4
nor3_4,1
nor4_1,1
nor4bb_1,1
nand2_1,8
and3_4,1
buf_6,1
and4_4,1
nand3_1,6
ha_1,2
inv_1,3
or3_1,2
nor2_1,12
nand4_1,4
or4b_4,1
kinds of logic (layout without fill, tap and decap cells):
| logic type | Yosys count | in the layout | share of synthesized area, % |
|---|---|---|---|
| DFF | 19 | 19 | 49.5 |
| adders and majority gates | 2 | 2 | 2.61 |
| and+or+nand+nor | 49 | 49 | 29.7 |
| buffers and inverters | 4 | 9 | 2.35 |
| xor gates and xnor gates | 15 | 15 | 13.7 |
| AOI/OAI and AO/OA | 4 | 4 | 2.09 |
through the flow:
step	hold WS, ns	instances	setup slack [ns]
after floorplan	0.420	93	2.25
after global placement	0.461	199	1.94
after detailed placement	0.470	199	1.94
after CTS	0.482	203	1.82
after global routing	0.496	203	1.78
final	0.473	203	1.84
final cells by class:
class                   instances  area, µm²  share of cell area, %
clock buffers                   4       45.0                   3.93
inverters                       3       11.3                  0.984
multi-input cells              70        462                   40.3
flip-flops and latches         19        475                   41.5
well taps                     105        131                   11.5
repair buffers                  2       20.0                   1.75
path summary, 6_finish.rpt:
path	start	endpoint	slack, ns	cells after the start
min in group asynchronous	reset	audio_driver.count[12]$_DFF_PP0_	0.90	2
worst max-delay path	audio_driver.signal$_DFFE_PP0N_	audio_out	1.84	1
worst min register to register	audio_driver.signal$_DFFE_PP0N_	audio_driver.signal$_DFFE_PP0N_	0.47	1
worst max register to register	audio_driver.count[0]$_DFF_PP0_	audio_driver.signal$_DFFE_PP0N_	1.94	6
worst min-delay path	audio_driver.signal$_DFFE_PP0N_	audio_driver.signal$_DFFE_PP0N_	0.47	1
max in group asynchronous	reset	audio_driver.count[10]$_DFF_PP0_	2.34	2
Power and IR drop assume default switching activity.
