==> flow/run.sh <==
#!/bin/bash
# OpenROAD 26Q1-2900-gdf79404cd8, Yosys 0.63+post, stock flow scripts
make -C /OpenROAD-flow-scripts/flow DESIGN_CONFIG=/design/flow/config.mk WORK_HOME=/design/flow/orfs finish
==> flow/config.mk <==
export PLATFORM = sky130hd
export DESIGN_NAME = addressconverter
export DESIGN_NICKNAME = addressconverter
export VERILOG_FILES = /design/flow/design.v
export SDC_FILE = /design/flow/constraint.sdc
export NUM_CORES = 4
export LEC_CHECK = 1
export CORE_AREA = 10 10 75 75
export DIE_AREA = 0 0 85 85
==> flow/constraint.sdc <==
current_design addressconverter

set clk_period 5.3
set clk_io_pct 0.2

create_clock -name clk0 -period $clk_period

set non_clock_inputs [all_inputs -no_clocks]
set_input_delay [expr $clk_period * $clk_io_pct] -clock clk0 $non_clock_inputs
set_output_delay [expr $clk_period * $clk_io_pct] -clock clk0 [all_outputs]
==> flow/design.v <==
module addressconverter(row, column, rowshift, columnshift, address);
	input logic [9:0] row;
	input logic [9:0] column;
    input logic [9:0] rowshift;
    input logic [9:0] columnshift;
	output logic [7:0] address;
	assign address = ((column-columnshift) * 16) + (row-rowshift);
endmodule 
==> ds_physical_params.txt <==
Implementation parameters

Parameter                              Value

GRT
  Number of global-route vias before repair    443
  Wire length of the first global-routing pass    2.06 mm
  Global-route usage over all layers    3.25%
  Global route overflow    0
  Largest net degree at the start of global routing    4
  Antenna violations before repair    0

Power and ir drop
  Register share of total power    0%
  Pwr/cell area    167 mW/mm2
  Static leakage    0.421 nW
  Combinational power share    100.0%
  Cell internal pwr    98.1 uW
  Share of total power in the clock network    0%
  Proportion of total power due to net switching    33.4%
  Total net switching power    49.1 uW
  Peak supply drop    109 uV

Worst setup path
  Kind of cell adding the most delay to the critical path    adder cells
  Delay of the slowest cell on the worst path    0.50 ns
  Classification of the worst setup path    primary input to output pin
  Data arrival at the endpoint of the critical path    4.00 ns
  Critical path's slowest cell    sky130_fd_sc_hd__clkdlybuf4s50_1
  Timing startpoint of the critical path    columnshift[0]
  Critical path data required time    4.24 ns
  Cells along the critical path    clkdlybuf4s50_1 > ha_1 > inv_1 > fa_1 > xor2_1 > fa_1 > ha_1 > nand2_1 > o21ai_0 > xnor2_1 > clkdlybuf4s50_1
  CP Capture Type    output pin
  Maximum fanout count along the critical path    3
  WP depth    11
  Setup crit start kind    primary input
  Buffers plus inverters on the worst setup path    3

CTS
  Number of gates resized after CTS    0
  Post-CTS repair timing setup buffer count    0
  Hold_buf cts    0

Drt
  DR iter-0 viols    2
  Drt first pass iters    2
  Total detailed-routing wirelength    1.22 mm
  Remaining routing DRC violations    0
  Ant. Diodes    0
  Mean number of vias per cell    3.24
  Number of vias after detailed routing    464
  Remaining antenna violation count after routing    0
  Wire length per cell after detailed routing    8.55 um

Worst hold path
  Min-Delay Endpoint    address[0]
  Min-Delay Startpoint    row[0]
  Cell count of the worst hold path    5
  Worst min path class    primary input to output pin

Layout
  Seq Cell Count    0
  Core occupancy in the finished layout    21.7%
  Non-filler cells, final    143
  Fillers    456
  Final design area excluding fillers    882 um2
  Area taken by flip-flops and latches    0 um2
  Area added between synthesis and finish    76.7%
  Proportion of layout cells with a drive suffix above 1    0%
  Combinational cell area excluding buffers and inverters    424 um2
  Clkbuf count    0

Yosys
  Cell count in the Yosys report    61
  Total number of yosys warnings    0
  Instance tally after logic synthesis    61
  Share of synthesized area occupied by flip-flops and latches    0%
  Post-synthesis average cell area    8.18 um2
  Number of distinct library cells after synthesis    11
  Chip area from the yosys synthesis statistics    499 um2
  Netlist area before placement    499 um2

STA
  Sum of negative setup slack    0 ns
  Tightest slew margin relative to the limit    83.8%
  Worst Hold Slack    3.11 ns
  Min Tclk post-route    5.06 ns
  Final setup violation count    0
  Unrepaired setup endpoints after global routing    false
  Pin slew with the least headroom to its limit    0.241 ns
  Final count of hold timing violations    0
  Cycle use final    95.4%
  Max Slew Vio Count    0
  Upper clock frequency limit    0.198 GHz

Placed design
  Last weighted congestion value of the routability-driven placer    0.655
  Instance count after placement with tap cells included    143
  Detailed-placement wirelength estimate    1.22 mm
  Post-Place Cell Area    882 um2
  IO buf count    32

Outcome
  Run status    finished, final reports clean

Floorplanning
  Die boundary height    85 um
  Number of placed I/O pins    48
  DIE AREA    0.00723 mm2
  Overall die width    85 um
  Floorplan Core Area    0.00406 mm2
  Core utilization before placement    12.3%
  Total number of placement rows    23

Run
  Max-capacitance violation count    0
  OpenROAD warning count    48
[cells by family after synthesis]
family	synth area share, %
and+or+nand+nor	1.50
buffers and inverters	15.0
adders and majority gates	52.6
xor gates and xnor gates	19.3
AOI/OAI and AO/OA	11.5
[how the worst max path moves through the flow]
stage	end
after CTS	address[7]
after global routing	address[7]
final	address[7]
[per-layer routing]
metal / up-vias / global-route usage [%] / part of all wire (%)
li1: 251 / - / -
met1: 193 / 4.38 / 45
met2: 20 / 4.63 / 40
met3: 0 / 1.93 / 14
met4: 0 / 0 / 0
met5: - / 0 / 0
[per-stage QoR]
step	worst slack, ns	power (mW)
2_1_floorplan	1.33	0.0677
3_3_place_gp	0.229	0.151
3_5_place_dp	0.216	0.152
4_1_cts	0.203	0.153
5_1_grt	0.0319	0.170
6_report	0.241	0.147
[power by group through the flow]
stage / clock network [mW] / registers, mW / logic [mW]
final: 0 / 0 / 0.147
after CTS: 0 / 0 / 0.153
after global routing: 0 / 0 / 0.170
[cell usage after synthesis]
cell                       instances  area [um2]
sky130_fd_sc_hd__a21o_1            2        15.0
sky130_fd_sc_hd__a21oi_1           5        25.0
sky130_fd_sc_hd__fa_1              5         100
sky130_fd_sc_hd__ha_1             13         163
sky130_fd_sc_hd__inv_1            20        75.1
sky130_fd_sc_hd__nand2_1           2        7.51
sky130_fd_sc_hd__o21ai_0           1        5.00
sky130_fd_sc_hd__o21ai_1           1        5.00
sky130_fd_sc_hd__o21bai_1          1        7.51
sky130_fd_sc_hd__xnor2_1          10        87.6
sky130_fd_sc_hd__xor2_1            1        8.76
[cell usage in the layout (no fill, tap or decap), drive strengths merged]
cell and n:
a21oi 5, o21ai 2, a21o 2, inv 20, ha 13, xnor2 10, fa 5, clkdlybuf4s50 32
nand2 2, xor2 1, o21bai 1
[layout make-up]
class / instances / area share (%)
inverter: 20 / 8.51
multi-input combinational: 41 / 48.1
tap: 50 / 7.09
timing repair buffer: 32 / 36.3
Power is estimated from default activity; no workload was simulated.
